File: flow/design.v
`timescale 1ps/1ps
module DPRegisterFile (
    clk, 
    rst, 
    inst, 
    RegDst, 
    DataWrite, 
    RegWrite, 
    muxDataMemALU, 
    pcStepAdder, 
    aluOut, 
    ReadData1, 
    ReadData2 
    );
	input  clk, rst;
	input [31:0] inst;
	input [1:0] DataWrite,RegDst;
	input RegWrite;
    input [31:0] muxDataMemALU;
    input [31:0] pcStepAdder;
    input [31:0] aluOut;
	output [31:0] ReadData1, ReadData2;
	wire [4:0]  muxWriteReg;
	wire [31:0] muxWriteData;
	Multiplexer3i1o #(32) MUX_WRITEREG(.i0(inst[20:16]), .i1(inst[15:11]), .i2(5'b11111), .selector(RegDst), .out(muxWriteReg));
	Multiplexer3i1o #(32) MUX_WRITEDATA(.i0(muxDataMemALU), .i1(pcStepAdder), .i2(aluOut), .selector(DataWrite), .out(muxWriteData));
	RegisterFile  RF(.clk(clk), .rst(rst), .RegWrite(RegWrite), .ReadRegister1(inst[25:21]), .ReadRegister2(inst[20:16]), 
        .WriteRegister(muxWriteReg), .WriteData(muxWriteData), .ReadData1(ReadData1), .ReadData2(ReadData2));
endmodule
`timescale 1ps/1ps
module Multiplexer3i1o #(parameter SIZE = 32) (
    i0, 
    i1, 
    i2, 
    selector, 
    out
    );
    input [SIZE-1:0] i0;
    input [SIZE-1:0] i1;
    input [SIZE-1:0] i2;
    input [1:0] selector;
    output [SIZE-1:0] out;
    assign out = (selector == 2'd0) ? i0 : (selector == 2'd1) ? i1 : i2;
endmodule
`timescale 1ps/1ps
module RegisterFile (
    clk,
    rst,
    RegWrite,
    ReadRegister1,
    ReadRegister2,
    WriteRegister,
	WriteData,
    ReadData1,
    ReadData2
	);
    input clk;
    input rst;
    input RegWrite;
	input [4:0] ReadRegister1, ReadRegister2, WriteRegister;
    input [31:0] WriteData;
	output [31:0] ReadData1, ReadData2;
    parameter EXT0 = 32'd0;
    parameter R0 = 5'd0;
	reg [31:0] register_file [0:31];
    integer i;  
    always @(posedge clk) begin: load_data
    	if (rst)
	        for (i = 0; i < 32 ; i = i+1)
            	register_file[i] <= EXT0;
            else if (RegWrite)
            	if (WriteRegister != R0)
        			register_file[WriteRegister] <= WriteData;
	end
    assign ReadData1 = (ReadRegister1 == R0) ? EXT0 : register_file[ReadRegister1];
	assign ReadData2 = (ReadRegister2 == R0) ? EXT0 : register_file[ReadRegister2];
endmodule
File: flow/run.sh
#!/bin/bash
# OpenROAD 26Q1-2900-gdf79404cd8, Yosys 0.63+post, stock flow scripts
make -C /OpenROAD-flow-scripts/flow DESIGN_CONFIG=/design/flow/config.mk WORK_HOME=/design/flow/orfs finish
File: flow/config.mk
export PLATFORM = sky130hd
export DESIGN_NAME = DPRegisterFile
export DESIGN_NICKNAME = DPRegisterFile
export VERILOG_FILES = /design/flow/design.v
export SDC_FILE = /design/flow/constraint.sdc
export NUM_CORES = 4
export LEC_CHECK = 1
export CORE_UTILIZATION = 40
File: flow/constraint.sdc
current_design DPRegisterFile

set clk_period 7.1
set clk_io_pct 0.2

create_clock -name clk0 -period $clk_period [get_ports {clk}]

set non_clock_inputs [all_inputs -no_clocks]
set_input_delay [expr $clk_period * $clk_io_pct] -clock clk0 $non_clock_inputs
set_output_delay [expr $clk_period * $clk_io_pct] -clock clk0 [all_outputs]
==> reports/metrics.json <==
{
  "layout": {
    "top_register_by_number_of_flip_flops": "RF.register_file",
    "utilization_after_layout": 0.459,
    "synthToLayoutAreaGrowth_pct": 13.9,
    "largest_reg_flops": 1024,
    "reg_top3": "RF.register_file x1024",
    "drive_gt1_frac": 0.261,
    "layout.cell_area.non_filler_mm2": 0.0603,
    "layoutNonFillerInstCount": 5590
  },
  "synth": {
    "synth.avg_cell_area_um2": 14.5,
    "post-synth-top-area-fraction": 0.581,
    "yosys.cell_types.count": 49,
    "enable_flop_cells": 1024,
    "yosys_register_bits": 1024,
    "ys_chip_area_mm2": 0.0530,
    "synth_seq_share": 0.581,
    "netlist.top_cell.by_instances": "nor2_1",
    "ys_cells": 3650,
    "syn-cell-area_mm2": 0.0530,
    "synth-warning-count": 4,
    "async_reset_ff_frac": 0,
    "yosys-top-cells-count": "1,100 x nor2_1, 1,024 x edfxtp_1, 508 x mux4_2",
    "synth_cells": 3650,
    "area_leaders": "edfxtp_1 58%, mux4_2 22%, nor2_1 7.8%, mux2i_1 2.6%, clkbuf_1 1.6%",
    "yosys_most_used_dff": "edfxtp_1",
    "post_synth_top_area_cell": "edfxtp_1"
  },
  "critical_path": {
    "crit_slowest_cell": "nor3_1",
    "slowest_stage_delay_cp_ns": 0.84,
    "timing.critical_path.max_delay_family": "simple AND/OR/NAND/NOR gates",
    "critPathArrivalTime_ns": 4.82,
    "cell_chain_of_the_critical_path": "buf_8, nand3b_1, buf_4, o221ai_1, a211oi_1, nor3_1, clkdlybuf4s50_1",
    "worst-setup-path-type": "primary input to primary output",
    "worstPathBufferInverterCount": 3,
    "crit_required_ns": 5.68,
    "crit_path_max_fanout": 54,
    "timing.critical_path.to_type": "primary output",
    "worst_setup_path_start_kind": "primary input"
  },
  "placement": {
    "detailedPlacementHpwl_um": 102000,
    "globalplace.congestion": 0.967,
    "detailedPlace.worstSlack_ns": 1.13,
    "dpl_cell_area_mm2": 0.0570,
    "dp_cells": 5387,
    "placement.io_buffers": 181
  },
  "cts": {
    "cts.repair.resized": 0,
    "clock_tree.htree_level_count": 3,
    "clockBufferDepth": 3,
    "cts_tree": "done",
    "holdBufCountCts": 0,
    "cts_root_buffer": "clkbuf_16",
    "cts_setup_buffers": 0,
    "numCtsBuffers": 108,
    "cts.reportedPaths.clkPinSlew_ns": 0.06,
    "clock_sinks": 1024
  },
  "min_path": {
    "hold_depth": 2,
    "min-delay-start": "rst",
    "hold_end": "RF.register_file[0][12]$_SDFFCE_PN0P_",
    "hold_class": "primary input to flop"
  },
  "detailed_routing": {
    "routed-via-count": 33500,
    "antenna_cells": 0,
    "route.top_layer_used": "met5",
    "route.antenna.remaining_nets": 0,
    "wirelength_um": 173000,
    "avgViaCountPerCell": 5.99,
    "routed_met3_length_um": 35100,
    "drt_pre_antenna_iters": 5,
    "first_iter_violations": 2181,
    "post_drt_wl_per_cell_um": 31.0,
    "wl_met2_um": 76400,
    "detail_route.wirelength.met1_um": 54100,
    "final_routed_drc_violation_total": 0
  },
  "floorplanning": {
    "die_width_um": 366,
    "io_pins": 199,
    "die_h_um": 366,
    "core_utilization_at_floorplan": 0.403,
    "core-area_mm2": 0.131,
    "die_area_mm2": 0.134,
    "row_count": 133
  },
  "final_timing": {
    "finalHoldWorstSlack_ns": 1.43,
    "final_critical_path_setup_slack_ns": 0.858,
    "finalClockPeriodUsage": 0.879,
    "drv_slew": 0,
    "final_hold_vio_count": 0,
    "max_slew_margin_vs_limit": 0.281,
    "worstMarginPinSlew_ns": 1.07,
    "final-setup-viol-count": 0,
    "fmax_ghz": 0.160,
    "tns_ns": 0,
    "min_period_ns": 6.24,
    "rsz0062_at_grt": "no"
  },
  "power_and_ir_drop": {
    "total_power_mw": 14.7,
    "irDropWorstVdd_mv": 0.221,
    "seq_power_share": 0.486,
    "share_clk_of_total_power": 0.376,
    "intPower_mw": 11.0,
    "power.switching_mw": 3.68,
    "logic_gate_share_of_total_power": 0.138,
    "cellLeakagePower_nw": 19.8,
    "powerDensity_mw_per_mm2": 243,
    "power.switching_fraction": 0.251
  },
  "grt": {
    "grt_first_pass_wirelength_um": 249000,
    "first_global_vias": 36500,
    "grt_start_max_net_pins": 98,
    "grt.overflow.total": 0,
    "globalRouteTotalUtil": 0.284,
    "number_of_antenna_violations_at_the_first_check_in_global_routing": 4
  },
  "run": {
    "max_cap_violations": 0,
    "stage_log_warnings": 43
  },
  "run_status": {
    "run_status": "complete, no violations"
  }
}
## area by class of cell
| type | count | area, um2 |
|---|---|---|
| Sequential cell | 1024 | 30700 |
| Clock inverter | 64 | 562 |
| Timing Repair Buffer | 344 | 3190 |
| Fill cell | 11200 | 71100 |
| Tap cell | 1755 | 2200 |
| Inverter | 22 | 82.6 |
| Clock buffer | 139 | 2820 |
| Multi-Input combinational cell | 2242 | 20700 |
## cell families (layout without fill, tap and decap cells)
family	count (synthesis)	count (layout)	share of synthesized area
flip-flops	1024	1024	0.581
AND-OR/OR-AND	225	225	0.0307
multiplexers	712	712	0.256
other	1	32	0.0000708
AND/OR/NAND/NOR	1273	1273	0.0964
buffers and inverters	415	569	0.0362
## layout by cell type, fill, tap and decap left out, types with 32 or more instances in the layout
cell	netlist	final
mux2_2	64	64
mux2i_1	140	140
nor3_1	48	48
a21oi_2	1	32
edfxtp_1	1024	1024
buf_4	25	155
clkdlybuf4s50_1	0	168
nor2_1	1100	1099
a221oi_1	32	32
conb_1	1	32
clkbuf_16	0	108
mux4_2	508	508
a211oi_1	61	61
## power by group through the flow
stage     Clock [mW]  Combinational, mW  Sequential, mW
6_report        5.51               2.03            7.13
4_1_cts         5.58               2.01            7.13
5_1_grt         5.78               2.14            7.18
## worst max-delay path by stage
stage	from	end	slack [ns]	cells past startpoint
after CTS	inst[22]	ReadData1[12]	1.13	7
after global routing	inst[22]	ReadData1[12]	0.82	7
final	inst[22]	ReadData1[13]	0.86	7
## metal layers
| metal | vias to the layer above | global-route usage |
|---|---|---|
| li1 | 14200 | - |
| met1 | 16300 | 0.330 |
| met2 | 2615 | 0.393 |
| met3 | 361 | 0.244 |
| met4 | 8 | 0.0949 |
| met5 | - | 0.00356 |
No activity file was given, so power comes from the tool's default toggle rates.
