File: flow/config.mk
export PLATFORM = sky130hd
export DESIGN_NAME = DPALUContents
export DESIGN_NICKNAME = DPALUContents
export VERILOG_FILES = /design/flow/design.v
export SDC_FILE = /design/flow/constraint.sdc
export NUM_CORES = 4
export LEC_CHECK = 1
export CORE_UTILIZATION = 40
File: flow/constraint.sdc
current_design DPALUContents

set clk_period 24.6
set clk_io_pct 0.2

create_clock -name clk0 -period $clk_period

set non_clock_inputs [all_inputs -no_clocks]
set_input_delay [expr $clk_period * $clk_io_pct] -clock clk0 $non_clock_inputs
set_output_delay [expr $clk_period * $clk_io_pct] -clock clk0 [all_outputs]
File: flow/design.v
`timescale 1ps/1ps
module DPALUContents (
    ReadData1, 
    ReadData2, 
    SignExtended, 
    operation, 
    ALUSrc, 
    aluOut, 
    ALUZeroFlag 
    );
	input [31:0] ReadData1;
    input [31:0] ReadData2;
    input [31:0] SignExtended;
	input [2:0] operation;
	input ALUSrc;
    output [31:0] aluOut;
	output ALUZeroFlag;
	wire [4:0]  muxWriteReg;
	wire [31:0] muxWriteData;
	wire [31:0] ALUinput2;
    Multiplexer2i1o #(32) ALUinput2MUX(.i0(ReadData2), .i1(SignExtended) , .selector(ALUSrc), .out(ALUinput2));
	ALU alu(.a(ReadData1), .b(ALUinput2), .operation(operation), .ALUZeroFlag(ALUZeroFlag), .aluOut(aluOut));
endmodule
`timescale 1ps/1ps
module ALU (
    a,
    b,
    operation,
    ALUZeroFlag,
    aluOut
    );
    input [31:0] a, b;
    input [2:0] operation;
    output ALUZeroFlag;
    output reg [31:0] aluOut;
    wire [31:0] subtract;
    parameter [2:0] 
        NOTHING = 3'b000,
        ADD = 3'b001,
        SUB = 3'b010,
        AND = 3'b011,
        OR  = 3'b100,
        SLT = 3'b101; 
    assign subtract = a - b;
    always@(operation, a, b) begin
        case(operation) 
            ADD : aluOut = (a + b);  
            SUB : aluOut = a - b;  
            AND : aluOut = a & b;  
            OR  : aluOut = a | b;  
            SLT : aluOut = ((subtract[31]) ? 32'd1: 32'd0);  
            default: aluOut = 32'd0;
        endcase           
    end
    assign ALUZeroFlag = (aluOut == 32'd0) ? 1'd1 : 1'd0;
endmodule
`timescale 1ps/1ps
module Multiplexer2i1o #(parameter SIZE = 32) (
    i0, 
    i1, 
    selector, 
    out
    );
    input [SIZE-1:0] i0;
    input [SIZE-1:0] i1;
    input selector;
    output [SIZE-1:0] out;
    assign out = (selector == 1'd1) ? i1 : i0;
endmodule
File: flow/run.sh
#!/bin/bash
# OpenROAD 26Q1-2900-gdf79404cd8, Yosys 0.63+post, stock flow scripts
make -C /OpenROAD-flow-scripts/flow DESIGN_CONFIG=/design/flow/config.mk WORK_HOME=/design/flow/orfs finish
==> results.json <==
{
  "first_global_vias": 6083,
  "fin_hold_ws_ns": 11.09,
  "hold_class": "input pin to output pin",
  "netlist.area_leader.share": 0.220,
  "io_buffers": 133,
  "avgViaCountPerCell": 5.99,
  "cp-startpoint": "ALUSrc",
  "syn_inst": 829,
  "fmax_ghz": 0.0670,
  "rsz0062_at_grt": "false",
  "warnings": 94,
  "drtAntennaViolNets": 0,
  "max_slew.worst_pin.slew_ns": 0.816,
  "hp-start": "ReadData1[2]",
  "fp_util": 0.418,
  "routedWlPerCell_um": 18.5,
  "period_needed_ns": 14.91,
  "crit_fanout": 15,
  "ctsHoldBuffers": 0,
  "die_area_mm2": 0.0145,
  "setup_slack_ns": 9.69,
  "hold_path_depth": 5,
  "min_to": "aluOut[2]",
  "dieWidth_um": 121,
  "yosys_warnings": 1,
  "grt_pass1_wl_um": 32300,
  "place_hpwl_um": 16400,
  "slew_headroom": 0.456,
  "first_iter_violations": 536,
  "yosys_cells": 829,
  "grtUsageTotal": 0.283,
  "startpoint_type": "input pin",
  "final_cell_mix": "clkdlybuf4s50_1 (132), ha_1 (99), inv_1 (97)",
  "overflow": 0,
  "ir_drop_mv": 0.0115,
  "final_max_slew_viol_count": 0,
  "required_ns": 19.68,
  "drt_first_pass_iters": 5,
  "worstPathCellList": "buf_2 > mux2i_1 > ha_1 > and2b_1 > nor2_1 > o31ai_4 > a221oi_2 > o211ai_1 > a221o_1 > or4_1 > or4_1 > nor4_2 > nand4b_1 > nor4_2 > clkdlybuf4s50_1",
  "finalSetupTns_ns": 0,
  "cp.arrival_ns": 9.99,
  "drive_gt1_frac": 0.0495,
  "globalplace.congestion": 1.04,
  "yosys_area_mm2": 0.00562,
  "leakage_nw": 3.17,
  "hold_viol": 0,
  "syn_area_mm2": 0.00562,
  "status": "finished, final reports clean",
  "period_used_share": 0.606,
  "lay_top_count": "clkdlybuf4s50_1",
  "setup_viol_count_final": 0,
  "end_kind": "output pin",
  "n_sequential_cell": 0,
  "drc": 0,
  "synth_cell_types": 77,
  "final_util": 0.523,
  "rows": 42,
  "pre_cts_ws_ns": 9.69,
  "slowest_delay_ns": 0.65,
  "area_leaders": "ha_1 (22%), mux2i_1 (7.5%), a21oi_1 (6.6%)",
  "ys_seq_frac": 0,
  "grt_max_degree": 29,
  "seqCellArea_um2": 0,
  "layout-area-overhead-vs-synth_pct": 25.3,
  "via_count": 6622,
  "n_antenna_cell": 0,
  "die.size.y_um": 121,
  "grt_antenna_before_repair": 0,
  "timing.max_cap.violations": 0,
  "cp_slowest_cell": "ha_1",
  "cts.repair.resized": 0,
  "syn_area_per_cell_um2": 6.78,
  "powerDensity_mw_per_mm2": 27.4,
  "finalWirelength_um": 20400,
  "core_mm2": 0.0135,
  "n_clock_buffer": 0,
  "critPathKind": "input pin to output pin",
  "cts_setup_buffers": 0,
  "yosys.area.top_type": "ha_1",
  "num_io_pins": 133
}
## cell families after synthesis
kind of cell / share of synthesized area
muxes: 0.0768
xor gates and xnor gates: 0.0203
and+or+nand+nor: 0.232
AOI/OAI and AO/OA: 0.341
adders and majority gates: 0.228
buffers and inverters: 0.102
## synth_stat cells (all sizes together), types with 6 or more instances
| library cell | count |
|---|---|
| clkbuf | 20 |
| nand2b | 9 |
| a211oi | 13 |
| nor2b | 12 |
| o311ai | 6 |
| ha | 99 |
| a221o | 11 |
| o211ai | 14 |
| o22ai | 9 |
| nor2 | 84 |
| o21bai | 12 |
| or3 | 9 |
| nand2 | 60 |
| o21ai | 38 |
| o221ai | 12 |
| a221oi | 9 |
| nor4 | 16 |
| nand4 | 8 |
| o31ai | 9 |
| xnor2 | 8 |
| inv | 100 |
| a21oi | 79 |
| buf | 22 |
| nor3 | 23 |
| a211o | 6 |
| a21o | 10 |
| nand3 | 17 |
| mux2i | 42 |
| or4 | 7 |
## report_power, final
group	switching, mW	total [mW]	internal [mW]	leakage (nW)
Combinational	0.108	0.193	0.0849	3.17
Sequential	0	0	0	0
Clock	0	0	0	0
Total	0.108	0.193	0.0849	3.17
## final cells by class
cell class | count | area, µm²
multi-input cells | 687 | 5050
inverters | 100 | 375
repair buffers | 142 | 1390
well taps | 176 | 220
fillers | 1368 | 6410
## worst max-delay path, delay by kind of cell
kind	cells	cell delay, ns
AND/OR/NAND/NOR	7	2.12
AND-OR/OR-AND	4	1.18
buffers and inverters	2	0.89
adder cells (fa/ha/maj)	1	0.65
multiplexers	1	0.21
## worst max-delay path by stage
| stage | endpoint | slack, ns | cells past startpoint |
|---|---|---|---|
| 4_1_cts | ALUZeroFlag | 9.69 | 16 |
| 5_1_grt | ALUZeroFlag | 9.34 | 15 |
| 6_report | ALUZeroFlag | 9.69 | 15 |
## per-stage QoR
stage	instance area [µm²]	total power, mW	std cells
3_5_place_dp	7040	0.190	1105
5_1_grt	7040	0.211	1105
4_1_cts	7040	0.191	1105
3_3_place_gp	7040	0.190	1105
2_1_floorplan	5620	0.120	829
6_report	7040	0.193	1105
## routing by layer
layer,share of wire,vias up,track usage
met4,0.019,0,0.0556
met5,0,-,0
li1,-,3229,-
met3,0.081,28,0.0371
met2,0.44,324,0.449
met1,0.46,3041,0.410
No activity file was given, so power comes from the tool's default toggle rates.
